--- flow/config.mk ---
export PLATFORM = sky130hd
export DESIGN_NAME = interpolation
export DESIGN_NICKNAME = interpolation
export VERILOG_FILES = /design/flow/design.v
export SDC_FILE = /design/flow/constraint.sdc
export NUM_CORES = 4
export LEC_CHECK = 1
export CORE_UTILIZATION = 30
--- flow/constraint.sdc ---
current_design interpolation

set clk_period 11.8
set clk_io_pct 0.2

create_clock -name clk0 -period $clk_period [get_ports {clk}]

set non_clock_inputs [all_inputs -no_clocks]
set_input_delay [expr $clk_period * $clk_io_pct] -clock clk0 $non_clock_inputs
set_output_delay [expr $clk_period * $clk_io_pct] -clock clk0 [all_outputs]
--- flow/design.v ---
module interpolation (
    input           clk,
    input           RST,
    input           START,
    input   [5:0]   H0,
    input   [5:0]   V0,
    input   [3:0]   SW,
    input   [3:0]   SH,
    output          REN,
    input   [7:0]   R_DATA,
    output  [11:0]  ADDR,
    output  [7:0]   O_DATA,
    output          O_VALID
);
    parameter S_IDLE  = 3'd0;    
    parameter S_START = 3'd1;    
    parameter S_CALC  = 3'd2;    
    parameter S_ASK4  = 3'd3;    
    parameter S_ASK2  = 3'd4;    
    parameter S_FINISH= 3'd5;    
    reg [5:0] h0, h0_next;
    reg [5:0] v0, v0_next;
    reg [3:0] sw, sw_next;
    reg [3:0] sh, sh_next;
    reg [2:0] state, state_next;
    reg [2:0] counter, counter_next;
    reg ren, ren_next;
    reg [11:0] addr, addr_next;
    reg [7:0] o_data, o_data_next;
    reg o_valid, o_valid_next;
    assign REN = ren;
    assign ADDR = addr;
    assign O_DATA = o_data;
    assign O_VALID = o_valid;
    reg [4:0] o_h_index, o_h_index_next;
    reg [4:0] o_v_index, o_v_index_next;
    reg [7:0] left, left_next;
    reg [7:0] right, right_next;
    wire need_ask2;
    Need_ask2 need_ask2_inst(
        .o_h_index(o_h_index),
        .sw(sw),
        .need_ask2(need_ask2)
    );
    wire [3:0] i_h_index, i_v_index, i_v_next_index;
    Edge edge_h(
        .current_index(o_h_index),
        .size(sw),
        .out(i_h_index)
    );
    Edge edge_v(
        .current_index(o_v_index),
        .size(sh),
        .out(i_v_index)
    );
    Edge edge_v_next(
        .current_index(o_v_index + 5'b1),
        .size(sh),
        .out(i_v_next_index)
    );
    wire [7:0] left_interpolate, right_interpolate, middle_interpolate;
    Interpolate2 left_interpolate_inst(
        .o_index(o_v_index),
        .i_index(i_v_index),
        .size(sh),
        .A(left),
        .B(R_DATA),
        .out(left_interpolate)
    );
    Interpolate2 right_interpolate_inst(
        .o_index(o_v_index),
        .i_index(i_v_index),
        .size(sh),
        .A(right),
        .B(R_DATA),
        .out(right_interpolate)
    );
    Interpolate2 middle_interpolate_inst(
        .o_index(o_h_index),
        .i_index(i_h_index),
        .size(sw),
        .A(left),
        .B(right),
        .out(middle_interpolate)
    );
    always @(*) begin
        h0_next = h0;
        v0_next = v0;
        sw_next = sw;
        sh_next = sh;
        if (START) begin
            h0_next = H0;
            v0_next = V0;
            sw_next = SW;
            sh_next = SH;
        end
    end
    always @(*) begin
        state_next = state;
        case (state)
            S_IDLE: begin
                if (START)  state_next = S_START;
                else        state_next = S_IDLE;
            end
            S_START: state_next = S_ASK4;
            S_CALC: begin
                if(o_h_index == 15) begin
                    if(o_v_index == 16) state_next = S_FINISH;
                    else                state_next = S_ASK4;
                end
                else if(need_ask2 == 1) state_next = S_ASK2;
                else                    state_next = S_CALC;
            end
            S_ASK4: begin
                if(counter == 4)    state_next = S_CALC;
                else                state_next = S_ASK4;
            end
            S_ASK2: begin
                if(counter == 2)    state_next = S_CALC;
                else                state_next = S_ASK2;
            end
            S_FINISH: state_next = S_IDLE;
            default: state_next = state;
        endcase
    end
    always @(*) begin
        counter_next = 3'b0;
        case (state)
            S_ASK4: if(counter < 4) counter_next = counter + 1;
            S_ASK2: if(counter < 2) counter_next = counter + 1;
            default: counter_next = 3'b0;
        endcase
    end
    always @(*) begin
        o_h_index_next = o_h_index;
        case (state)
            S_IDLE: o_h_index_next = 5'b0;
            S_CALC: if(o_h_index < 16)                  o_h_index_next = o_h_index + 1;
            S_ASK4: if(counter == 0 && o_h_index == 16) o_h_index_next = 5'b0;
            default: o_h_index_next = o_h_index;
        endcase
    end
    always @(*) begin
        o_v_index_next = o_v_index;
        case (state)
            S_IDLE: o_v_index_next = 5'b0;
            S_ASK4: if(counter == 0 && o_h_index == 16) o_v_index_next = o_v_index + 1;
            default: o_v_index_next = o_v_index;
        endcase
    end
    reg [5:0] h_ask, v_ask;
    always @(*) begin
        h_ask = 7'b0;
        v_ask = 7'b0;
        ren_next = 1'b1;
        addr_next = addr;
        case (state)
            S_START: begin
                ren_next = 1'b0;
                h_ask = h0;
                v_ask = v0;
            end
            S_CALC: begin
                if(o_h_index == 15) begin
                    if(o_v_index < 16) begin
                        ren_next = 1'b0;
                        h_ask = h0;
                        v_ask = v0 + i_v_next_index - 1;
                    end
                end
                else if(need_ask2 == 1) begin
                    ren_next = 1'b0;
                    h_ask = h0 + i_h_index + 1;
                    v_ask = v0 + i_v_index - 1;
                end
            end
            S_ASK4: begin
                case(counter)
                    0: begin
                        if(o_v_index == 15) begin
                            ren_next = 1'b0;
                            h_ask = h0;
                            v_ask = v0 + sh - 1;
                        end
                        else begin
                            ren_next = 1'b0;
                            h_ask = h0;
                            v_ask = v0 + i_v_next_index;
                        end
                    end
                    1: begin
                        ren_next = 1'b0;
                        h_ask = h0 + 1;
                        v_ask = v0 + i_v_index - 1;
                    end
                    2: begin
                        ren_next = 1'b0;
                        h_ask = h0 + 1;
                        v_ask = v0 + i_v_index;
                    end
                endcase
            end
            S_ASK2: begin
                if(counter == 0)begin
                    ren_next = 1'b0;
                    h_ask = h0 + i_h_index;
                    v_ask = v0 + i_v_index;
                end
            end
            default: begin
                ren_next = 1'b1;
                h_ask = 7'b0;
                v_ask = 7'b0;
            end
        endcase
        addr_next = h_ask + (v_ask << 6);
    end
    always @(*) begin
        left_next = left;
        case (state)
            S_ASK4: begin
                case(counter)
                    1: left_next = R_DATA;  
                    2: left_next = left_interpolate;  
                endcase
            end
            S_ASK2: if(counter == 1) left_next = right;  
            default: left_next = left;
        endcase
    end
    always @(*) begin
        right_next = right;
        case (state)
            S_ASK4: begin
                case(counter)
                    3: right_next = R_DATA;  
                    4: right_next = right_interpolate;  
                endcase
            end
            S_ASK2: begin
                case(counter)
                    1: right_next = R_DATA;  
                    2: right_next = right_interpolate;  
                endcase
            end
            default: right_next = right;
        endcase
    end
    always @(*) begin
        o_valid_next = 1'b0;
        o_data_next = o_data;
        case (state)
            S_CALC: begin
                o_valid_next = 1'b1;
                o_data_next = middle_interpolate;
            end
            S_ASK4: begin
                if(counter == 0 && o_h_index == 16) begin
                    o_valid_next = 1'b1;
                    if(sw == 1) o_data_next = left;
                    else        o_data_next = right;       
                end
            end
            S_FINISH: begin
                o_valid_next = 1'b1;
                if(sw == 1) o_data_next = left;
                else        o_data_next = right; 
            end
            default: begin
                o_valid_next = 1'b0;
                o_data_next = o_data;
            end
        endcase
    end
    always @(posedge clk or posedge RST) begin
        if (RST) begin
            h0 <= 6'b0;
            v0 <= 6'b0;
            sw <= 4'b0;
            sh <= 4'b0;
            state <= S_IDLE;
            counter <= 3'b0;
            o_h_index <= 5'b0;
            o_v_index <= 5'b0;
            left <= 8'b0;
            right <= 8'b0;
            ren <= 1'b1;
            addr <= 12'b0;
            o_valid <= 1'b0;
            o_data <= 8'b0;
        end else begin
            h0 <= h0_next;
            v0 <= v0_next;
            sw <= sw_next;
            sh <= sh_next;
            state <= state_next;
            counter <= counter_next;
            o_h_index <= o_h_index_next;
            o_v_index <= o_v_index_next;
            left <= left_next;
            right <= right_next;
            ren <= ren_next;
            addr <= addr_next;
            o_valid <= o_valid_next;
            o_data <= o_data_next;
        end
    end
endmodule
module Need_ask2 (
    input [4:0] o_h_index,
    input [3:0] sw,
    output need_ask2
);
    wire [3:0] edgeNext, edgeCurr;
    Edge edge_next(
        .current_index(o_h_index + 5'b1),
        .size(sw),
        .out(edgeNext)
    );
    Edge edge_curr(
        .current_index(o_h_index),
        .size(sw),
        .out(edgeCurr)
    );
    assign need_ask2 = (edgeNext > edgeCurr) ? 1'b1 : 1'b0;
endmodule
module Edge (
    input [4:0] current_index,
    input [3:0] size,
    output [3:0] out
);
    assign out = (current_index == 16) ? size - 4'b1 : ((current_index * (size - 1)) >> 4) + 4'b1;
endmodule
module Interpolate2 (
    input [4:0] o_index,
    input [3:0] i_index,
    input [3:0] size,
    input [7:0] A,
    input [7:0] B,
    output [7:0] out
);
    wire [11:0] temp;
    assign temp = (B << 4) + ((i_index << 4) - o_index * (size - 4'b1)) * (A - B);
    assign out = temp >> 4;
endmodule
--- flow/run.sh ---
#!/bin/bash
# OpenROAD 26Q1-2900-gdf79404cd8, Yosys 0.63+post, stock flow scripts
make -C /OpenROAD-flow-scripts/flow DESIGN_CONFIG=/design/flow/config.mk WORK_HOME=/design/flow/orfs finish
==> changes_impl.md <==
## Flow update

* Die Span Y at 246 um
* Row Count at 88
* Max-Cap Viols at 0
* IO Pins at 53
* Most Used Layer, Global Route: met2
* Slowest stage delay, CP at 0.55 ns
* Final estimated routing congestion in global placement at 0.954
* Vias at 13,843
* Peak supply drop at 0.0815 mV
* Final Max Tran Viols at 0
* PD cells at 80.2 nW/um2
* Asr flop ratio synth at 100%
* Number of enable flip-flop cells at 0
* YS chip area at 17,800 um2
* Max transition margin at 39.9%
* Fmax at 87.7 MHz
* Sw Pwr at 0.000677 W
* Gate Count Post-Synth at 2,110
* Cell internal pwr at 0.000986 W
* Outcome: complete, no violations
* Chip area at 60,400 um2
* Critical path's slowest cell: fa_1
* Worst EP arrival at 11.69 ns
* Synth unique cells at 80
* Detailed Place HPWL at 36,500 um
* Clk root buf: clkbuf_16
* Total wire length at 43,800 um
* Yosys reg bits at 77
* Fin crit share at 96.6%
* Max Buffers Root-to-Sink at 2
* Area growth from synthesis to layout at 16.4%
* Flop pwr share at 17.5%
* Unrepaired setup endpoints after global routing: yes
* Yosys cell count at 2,110
* Pleak at 10.2 nW
* Initial antenna violation count at 0
* Largest net degree at the start of global routing at 43
* Comb power frac at 63.6%
* TritonCTS Buffers at 9
* Design Power at 0.00166 W
* Clk latency of the worst-skew pair at 0.38 ns
* GR Layer Usage met3 at 4.13%
* M1 GR Usage at 22.5%
* Worst slew pin tran at 0.899 ns
* Most frequent CP cell: fa_1
* Clock share of power at 18.9%
* CTS Sinks at 77
* Critical-path maximum fanout at 8
* Placement Cell Area at 19,700 um2
* Grt ovf at 0
* Final period demand of the worst path at 11.40 ns
* Tot GR Track Use at 15.5%
* CTS tree: done
* Main flop type: dfrtp_1
* WS Path Type: reg2reg
* Pre-Repair DR Iteration Count at 5
* Share of layout cells above drive strength 1 at 11.7%
* Synth area leader: fa_1
* Synth Seq Share at 10.8%
* Worst setup EP type: flip-flop
* Setup TNS Final at 0 ns
* Antenna cells at 0
* Fp util at 30.6%
* H-tree depth at 3
* Global routing usage on met2 at 24.4%
* Top area cell types: fa_1, ha_1, dfrtp_1
* Cell with the most instances after synthesis: inv_1
* CP required at 12.09 ns
* Die X-Extent at 246 um
* Worst hold path class: reg2reg
* Synth Cell Area at 17,800 um2
* Synthesized area per cell at 8.44 um2
* Final setup violation count at 0
* First-pass GRT wire length at 72,200 um
* Startpoint types: flip-flop
* Design area at 20,700 um2
* Routed length per instance at 14.6 um
* Number of global-route vias before repair at 13,991
* ANT nets after route at 0
* Core area at 58,100 um2
* Initial DRC count at 576
* Clock slew at reported path FFs at 0.06 ns
* Post-DR vias/cell at 4.62
* Residual DRC at 0
* Max-area cell share at 25.8%
* Fin Clk Skew at 0.0134 ns
* Yosys Warn Count at 1
* Count of tool warnings at 56
* Final hold violations at 0
* Sw Share at 40.7%
* Port bufs at 52
* Commonest cells post-synth: inv_1, nand2_1, fa_1, ha_1, nor2_1
critical path: cells and delay by family (launching register included):
| family | cells | cell delay, ns |
|---|---|---|
| fa+ha+maj | 16 | 6.88 |
| compound gates | 8 | 1.14 |
| buf+inv | 10 | 0.70 |
| xor+xnor | 7 | 1.50 |
| simple gates | 7 | 0.75 |
| flops | 1 | 0.37 |
path summary, 6_finish.rpt:
check,startpoint,to,slack [ns],depth (start not counted)
setup / recovery,sh[0],right[7],0.40,48
hold / removal,o_data[5],o_data[5],0.48,2
setup reg to reg,sh[0],right[7],0.40,48
hold reg to reg,o_data[5],o_data[5],0.48,2
max in group asynchronous,RST,o_data[5],8.32,3
min in group asynchronous,RST,sw[3],2.38,2
power by group through the flow:
stage	sequential, W	combinational, W	clock (W)
after global routing	0.000293	0.00119	0.000337
after CTS	0.000290	0.00100	0.000326
final	0.000291	0.00106	0.000315
per-stage QoR:
stage | hold WS (ns) | utilization [%] | std cells | worst slack (ns)
2_1_floorplan | 0.431 | - | 2110 | 0.000225
3_3_place_gp | 0.475 | 33.9 | 2951 | 0.0469
3_5_place_dp | 0.475 | 33.9 | 2951 | -0.0945
4_1_cts | 0.490 | 34.5 | 2969 | 0.0249
5_1_grt | 0.511 | 35.7 | 2997 | -0.146
6_report | 0.484 | 35.7 | 2997 | 0.398
layout by cell type, fill, tap and decap left out, types with 20 or more instances in the layout:
master           Yosys  layout
inv_1              421     398
nand2_1            238     237
fa_1               230     228
ha_1               228     208
nor2_1             136     131
buf_4                0     111
xnor2_1            112     103
a21oi_1             94      89
dfrtp_1             75      74
o21ai_0             62      58
nand2b_1            59      58
clkdlybuf4s50_1      0      52
xor2_1              47      44
a21o_1              42      42
and2_1              45      40
inv_2                3      26
o21ai_1             25      26
nor2b_1             24      20
state kept, by name, summed over array words and instances, names as in the netlist:
register	flops
addr	12
counter	3
h0	6
left	8
o_data	8
o_h_index	5
o_v_index	5
o_valid	1
ren	1
right	8
sh	4
state	6
sw	4
v0	6
area by class of cell:
type,instances,area (um2)
multi-input combinational,1549,14600
inverter,425,1600
timing repair buffer,165,1380
clock buffer,10,229
sequential,77,1930
tap,765,957
clock inverter,6,93.8
fill,5764,37400
cells by family after synthesis:
kind of cell	synth area share (%)
simple gates	15.0
buf+inv	10.3
fa+ha+maj	41.9
compound gates	11.7
xor+xnor	9.38
flops	10.8
mux	0.906
timing repair:
| action | CTS | global route |
|---|---|---|
| hold buffers | 0 | 0 |
| setup buffers | 2 | 29 |
| setup endpoints to repair | 3 | 3 |
| resized | 2 | 108 |
| pin swaps | 3 | 106 |
routing by layer:
layer | wire, um | up-vias
li1 | - | 6878
met1 | 20200 | 6613
met2 | 20200 | 320
met3 | 2970 | 32
met4 | 439 | 0
met5 | 0 | -
Power figures rest on the tool's default switching activity, not on a simulated workload.
